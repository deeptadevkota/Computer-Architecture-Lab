==> flow/design.v <==
module ALU_64_bit(result,zero,overflow,op,a, b);
     input [63:0] a, b;
     input [3:0] op;
     output reg [63:0] result;
     output reg zero,overflow;
     always@(a or b or op)
          begin
               case (op)
                  0:  result = a&b; 
                  1:  result=a|b;
                  2:  result = a+b;
                  6:  result = a-b;  
                  13: result=(~a)|(~b);
                  12: result=(~a)&(~b);
                  7:  result=a<b?1:0;
               endcase
               zero=(result==0)?1:0;
               case (op)
                    2: overflow=((a>=0 && b>=0 && result<0)||(a<0 && b<0 && result>=0))?1:0;  
                    6: overflow=((a>=0 && b<0 && result<0)||(a<0 && b>=0 && result>=0))?1:0;   
                    default:overflow=0;
               endcase
          end
endmodule
==> flow/run.sh <==
#!/bin/bash
# OpenROAD 26Q1-2900-gdf79404cd8, Yosys 0.63+post, stock flow scripts
make -C /OpenROAD-flow-scripts/flow DESIGN_CONFIG=/design/flow/config.mk WORK_HOME=/design/flow/orfs finish
==> flow/config.mk <==
export PLATFORM = sky130hd
export DESIGN_NAME = ALU_64_bit
export DESIGN_NICKNAME = ALU_64_bit
export VERILOG_FILES = /design/flow/design.v
export SDC_FILE = /design/flow/constraint.sdc
export NUM_CORES = 4
export LEC_CHECK = 1
export CORE_UTILIZATION = 40
==> flow/constraint.sdc <==
current_design ALU_64_bit

set clk_period 43.6
set clk_io_pct 0.2

create_clock -name clk0 -period $clk_period

set non_clock_inputs [all_inputs -no_clocks]
set_input_delay [expr $clk_period * $clk_io_pct] -clock clk0 $non_clock_inputs
set_output_delay [expr $clk_period * $clk_io_pct] -clock clk0 [all_outputs]
==> node_exporter_impl.prom <==
# HELP chip_impl_metric Implementation results
# TYPE chip_impl_metric gauge
chip_impl_info{name="run_status",value="complete, no violations"} 1
chip_impl_info{name="top_area_cells_in_the_synthesized_netlist",value="sky130_fd_sc_hd__ha_1 19%, sky130_fd_sc_hd__a21oi_1 8.9%, sky130_fd_sc_hd__dlxtn_1 6.7%"} 1
chip_impl_info{name="startpoint_type",value="input pin"} 1
chip_impl_info{name="top_cells_by_count",value="256 x sky130_fd_sc_hd__a21oi_1, 214 x sky130_fd_sc_hd__ha_1, 214 x sky130_fd_sc_hd__nor2_1"} 1
chip_impl_metric{name="core.rowCount",unit=""} 69
chip_impl_metric{name="portBuffers",unit=""} 197
chip_impl_metric{name="wire_per_inst",unit="um"} 25.4
chip_impl_metric{name="dp_hpwl",unit="um"} 55800
chip_impl_metric{name="maximum_number_of_pins_on_one_net_before_global_route_repair",unit=""} 51
chip_impl_metric{name="arrival_time_at_the_worst_endpoint",unit="ps"} 15020
chip_impl_info{name="rsz_0062_raised_after_global_routing",value="no"} 1
chip_impl_metric{name="largest_reg_flops",unit=""} 64
chip_impl_info{name="worst_path_max_delay_cell",value="sky130_fd_sc_hd__o31ai_1"} 1
chip_impl_metric{name="coreArea",unit="mm2"} 0.0355
chip_impl_metric{name="finalCriticalPeriod",unit="ps"} 23740
chip_impl_metric{name="hold_violations",unit=""} 0
chip_impl_metric{name="tool_warnings",unit=""} 182
chip_impl_metric{name="fin_setup_tns",unit="ps"} 0
chip_impl_metric{name="grt_first_pass_wirelength",unit="um"} 104000
chip_impl_metric{name="timing_worst_slew_pin_value",unit="ps"} 978
chip_impl_metric{name="viasPerCell",unit=""} 6.39
chip_impl_metric{name="mappedNetlistArea",unit="mm2"} 0.0144
chip_impl_info{name="critPathKind",value="in2out"} 1
chip_impl_metric{name="yosys.cell_types.count",unit=""} 87
chip_impl_metric{name="antenna_violating_nets_post_route",unit=""} 0
chip_impl_metric{name="yosys-stat-area",unit="mm2"} 0.0144
chip_impl_metric{name="vias_in_the_first_global_route",unit=""} 16178
chip_impl_metric{name="postCtsSetupBuffers",unit=""} 0
chip_impl_metric{name="cpPeakStageDelay",unit="ps"} 790
chip_impl_metric{name="synthToLayoutAreaGrowth",unit="%"} 15.5
chip_impl_metric{name="critical_path_buf_inv_count",unit=""} 4
chip_impl_metric{name="grt_antenna_before_repair",unit=""} 2
chip_impl_metric{name="ys_seq_elements",unit=""} 64
chip_impl_metric{name="final.period_utilization",unit="%"} 54.5
chip_impl_metric{name="fp_util",unit="%"} 40.6
chip_impl_metric{name="total_leakage_power",unit="nW"} 6.95
chip_impl_metric{name="die_area",unit="mm2"} 0.0367
chip_impl_metric{name="yosys-stat-cells",unit=""} 2230
chip_impl_metric{name="synth_warn",unit=""} 65
chip_impl_info{name="netlist.top_cell.by_instances",value="sky130_fd_sc_hd__a21oi_1"} 1
chip_impl_info{name="timing.critical_path.cells",value="clkdlybuf4s50_1 > inv_1 > ha_1 > inv_1 > nor4_1 > and2_1 > nand3_1 > o211a_1 > o31ai_1 > mux2i_1 > o2111ai_1 > a2111o_1 > nor4b_1 > nand4b_1 > nor4_1 > and4_1 > clkdlybuf4s50_1"} 1
chip_impl_metric{name="route.detailed.drc",unit=""} 0
chip_impl_metric{name="synth_cells",unit=""} 2230
chip_impl_metric{name="worst_ir_drop_vdd",unit="uV"} 10.6
chip_impl_metric{name="detailedRoute.firstPassIterationCount",unit=""} 6
chip_impl_metric{name="postRouteWirelength",unit="um"} 70800
chip_impl_metric{name="synth.top_cell.area_share",unit="%"} 18.6
chip_impl_metric{name="unclocked_regs",unit=""} 64
chip_impl_metric{name="vias",unit=""} 17791
chip_impl_info{name="critical_path.top_delay_family",value="simple AND/OR/NAND/NOR gates"} 1
chip_impl_metric{name="fp.dieW",unit="um"} 192
chip_impl_metric{name="asyncSetResetFlopFracSynth",unit="%"} 0
chip_impl_metric{name="cp.required",unit="ps"} 34880
chip_impl_metric{name="worst-path-max-fanout",unit=""} 13
chip_impl_metric{name="unconstrained_endpoints",unit=""} 128
chip_impl_metric{name="slew_viol_final",unit=""} 0
chip_impl_metric{name="globalplace.congestion",unit=""} 1.05
chip_impl_metric{name="power_density",unit="mW/mm2"} 14.0
chip_impl_metric{name="die_height",unit="um"} 192
chip_impl_info{name="synth_top_cell_by_area",value="sky130_fd_sc_hd__ha_1"} 1
chip_impl_metric{name="post_cts_resized",unit=""} 0
chip_impl_metric{name="max-slew-margin-rel",unit="%"} 34.0
chip_impl_metric{name="utilization",unit="%"} 46.8
chip_impl_info{name="min-delay-path-class",value="in2out"} 1
chip_impl_metric{name="clock.fmax",unit="MHz"} 42.1
chip_impl_metric{name="io_pins",unit=""} 198
chip_impl_metric{name="worst_slack",unit="ps"} 19860
chip_impl_metric{name="ant_diodes",unit=""} 0
chip_impl_metric{name="power.total",unit="uW"} 232
chip_impl_metric{name="detailed_place.area",unit="mm2"} 0.0166
chip_impl_metric{name="drt_first_iter_violations",unit=""} 1793
chip_impl_metric{name="count_of_flip_flops_with_a_built_in_enable_after_synthesis",unit=""} 0
chip_impl_metric{name="cts_hold_repair.buffers",unit=""} 0
chip_impl_info{name="synthFlopType",value="sky130_fd_sc_hd__dlxtn_1"} 1
chip_impl_metric{name="worst_setup_slack_before_clock_tree_synthesis",unit="ps"} 20060
chip_impl_metric{name="grt-ovfl-total",unit=""} 0
chip_impl_info{name="setup.worst_path.end_class",value="output port"} 1
chip_impl_metric{name="synthesis.area_per_instance",unit="um2"} 6.45
chip_impl_metric{name="final_area",unit="mm2"} 0.0166
chip_impl_metric{name="timing.max_cap.violations",unit=""} 0
chip_impl_metric{name="finalSetupViolations",unit=""} 0
chip_impl_metric{name="post_route_cells_drive_above_1_share",unit="%"} 4.00
chip_impl_metric{name="globalRouteTotalUtil",unit="%"} 38.5
[metal layers]
layer	vias up	global-route usage (%)	wire length, um
met5	-	0	22
met4	4	13.3	2940
met3	155	5.87	6660
met2	998	59.8	31000
met1	8294	54.3	30200
li1	8340	-	-
[area by class of cell]
| class | count | area, um2 |
|---|---|---|
| fillers | 3665 | 18900 |
| flip-flops and latches | 64 | 961 |
| well taps | 461 | 577 |
| inverters | 210 | 788 |
| repair buffers | 232 | 2230 |
| multi-input cells | 1818 | 12100 |
[where the power goes]
part           internal [mW]  switching [mW]  leakage, nW
logic                 0.0790           0.138         6.43
registers             0.0106         0.00451        0.522
clock network              0               0            0
[stage by stage]
| step | cells | hold WS (ps) |
|---|---|---|
| floorplan | 2230 | 17960 |
| global placement | 2785 | 19040 |
| detailed placement | 2785 | 19060 |
| CTS | 2785 | 19070 |
| global route | 2785 | 19140 |
| finish | 2785 | 19070 |
[worst paths after layout]
kind / slack, ps / from / endpoint / depth (start not counted)
worst max-delay path: 19860 / a[22] / zero / 17
worst min-delay path: 19070 / b[63] / zero / 8
[layout by cell type (no fill, tap or decap), types with 30 or more instances in the layout]
| cell type | count |
|---|---|
| sky130_fd_sc_hd__a21oi_1 | 256 |
| sky130_fd_sc_hd__a22oi_1 | 37 |
| sky130_fd_sc_hd__inv_1 | 193 |
| sky130_fd_sc_hd__nor2_1 | 214 |
| sky130_fd_sc_hd__nand2_1 | 181 |
| sky130_fd_sc_hd__o21bai_1 | 30 |
| sky130_fd_sc_hd__buf_4 | 36 |
| sky130_fd_sc_hd__nor4_1 | 43 |
| sky130_fd_sc_hd__nand3_1 | 35 |
| sky130_fd_sc_hd__nor3_1 | 53 |
| sky130_fd_sc_hd__dlxtn_1 | 64 |
| sky130_fd_sc_hd__a211oi_1 | 33 |
| sky130_fd_sc_hd__o21ai_0 | 192 |
| sky130_fd_sc_hd__ha_1 | 214 |
| sky130_fd_sc_hd__o31ai_1 | 48 |
| sky130_fd_sc_hd__clkdlybuf4s50_1 | 195 |
| sky130_fd_sc_hd__xnor2_1 | 43 |
| sky130_fd_sc_hd__nand4_1 | 43 |
[logic make-up after synthesis]
logic type	synth area share, %
AND-OR/OR-AND	39.4
AND/OR/NAND/NOR	21.9
buffers and inverters	9.57
adder cells (fa/ha/maj)	18.9
latches	6.68
XOR/XNOR	2.68
multiplexers	0.869
other	0.0261
No activity file was given, so power comes from the tool's default toggle rates.
