$ cat design.v
module Instruction_Fetch(instruction,new_PC,old_PC,reset,clock);
    input [63:0] old_PC;
    input reset;
    input clock;
    reg [31:0]I_MEM[0:251];
    output reg [31:0] instruction;
    output reg [63:0] new_PC;
      always @(posedge clock)
            begin
                I_MEM[old_PC>>2]= 4358579;
                instruction=I_MEM[old_PC>> 2];
                case (reset)
                    0:  new_PC=old_PC+4;
                    1:  new_PC=64'b10000000000000000000000 ;
               endcase
            end
endmodule
$ cat run.sh
#!/bin/bash
# OpenROAD 26Q1-2900-gdf79404cd8, Yosys 0.63+post, stock flow scripts
make -C /OpenROAD-flow-scripts/flow DESIGN_CONFIG=/design/flow/config.mk WORK_HOME=/design/flow/orfs finish
$ cat config.mk
export PLATFORM = sky130hd
export DESIGN_NAME = Instruction_Fetch
export DESIGN_NICKNAME = Instruction_Fetch
export VERILOG_FILES = /design/flow/design.v
export SDC_FILE = /design/flow/constraint.sdc
export NUM_CORES = 4
export LEC_CHECK = 1
export CORE_UTILIZATION = 40
$ cat constraint.sdc
current_design Instruction_Fetch

set clk_period 9.8
set clk_io_pct 0.2

create_clock -name clk0 -period $clk_period [get_ports {clock}]

set non_clock_inputs [all_inputs -no_clocks]
set_input_delay [expr $clk_period * $clk_io_pct] -clock clk0 $non_clock_inputs
set_output_delay [expr $clk_period * $clk_io_pct] -clock clk0 [all_outputs]
==> run notes <==
* **status** finished clean
* **max layer used** met4
* **non-filler instance count after layout** 1131
* **required arrival time at the worst endpoint** 10.14 ns
* **Leak Pwr** 3.23 nW
* **most numerous cell types in the synthesized netlist** 128 x sky130_fd_sc_hd__dfxtp_1, 73 x sky130_fd_sc_hd__nor2_1, 68 x sky130_fd_sc_hd__nand2_1
* **cell with the biggest individual delay on the critical path** sky130_fd_sc_hd__nor4_2
* **main flop type after synthesis** sky130_fd_sc_hd__dfxtp_1
* **number of cells in Yosys stat** 789
* **x dimension of the die** 130 um
* **clk root buf** sky130_fd_sc_hd__clkbuf_16
* **post-cts hold buffer count** 0
* **via count** 6042
* **number of remaining DRC errors** 0
* **tool warning count** 28
* **worst path arrival time** 5.66 ns
* **leading cell type by number of instances after synthesis** sky130_fd_sc_hd__dfxtp_1
* **wire length of the first global-routing pass** 29400 um
* **synthesized flop and latch total** 128
* **highest ir drop seen on vdd** 0.112 mV
* **final count of pins violating max slew** 0
* **clock transition at the register clock pins on the worst setup and hold paths after CTS** 0.06 ns
* **Clock H-tree levels** 4
* **GRT overflow** 0
* **share of the yosys chip area belonging to registers** 39.4%
* **type of the worst setup path** input port to flop
* **number of maximum-capacitance violations** 0
* **Routed Wire Length** 19400 um
* **number of core rows** 46
* **final clock period utilization by the worst path** 54.3%
* **worst hold path type** flop to flop
* **start of the worst register-to-register path** I_MEM[0][0]$_DFF_P_
* **placed cells** 1099
* **clock buffers created by TritonCTS** 17
* **chip footprint** 16800 um^2
* **area share of the largest cell type after synthesis** 39.4%
* **Finished Core Util** 55.1%
* **number of port buffers** 161
* **count of clock tree sinks** 128
* **total core area** 15900 um^2
* **Area contributors post-synth** sky130_fd_sc_hd__dfxtp_1 39%, sky130_fd_sc_hd__nor2_1 4.2%, sky130_fd_sc_hd__xor2_1 4.2%
* **met1 wire length** 9200 um
* **delay-heaviest family, CP** simple AND/OR/NAND/NOR gates
* **Syn Std Cell Area** 6510 um^2
* **remaining antenna violation count** 0
* **maximum number of pins on one net before global-route repair** 65
* **TritonCTS clock tree** yes
* **starting DRC count in detailed routing** 634
* **cell chain of the critical path** clkdlybuf4s50_1, ha_1, nand3_1, nor4_2, and3_1, nand3_1, or3_1, a21oi_1
* **syn avg cell area** 8.25 um^2
* **met2 wirelength from detailed routing** 8120 um
* **slew at the pin closest to its max-slew limit** 1.04 ns
* **post-synth tally of flip-flops with integrated enable** 0
* **endpoints failing hold** 0
* **fraction of final layout cells sized beyond drive strength 1** 7.32%
* **Die Y** 130 um
* **setup repair after global routing missed its margin** false
* **Post-CTS Resized** 0
* **number of global-route vias before repair** 5287
* **Crit path largest cell delay** 0.80 ns
* **Tmin final** 5.32 ns
* **Synth Warn #** 2
* **# Post-CTS Setup Buffers** 0
* **Yosys chip area** 6510 um^2
* **type of origin of the critical path** input port
* **Hold Startpoint** I_MEM[0][22]$_DFF_P_
* **FP Util** 41.0%
* **clk latency of the worst-skew pair** 0.41 ns
* **final weighted congestion in routability-driven placement** 0.968
* **Antenna diodes** 0
* **maximum net fanout on the critical path** 19
* **vias per inst** 5.34
* **kind of capture point of the worst setup path** flop
* **Top Ports** 162
* **fraction of registers with async set or reset after synthesis** 0%
* **layout overhead on the synthesized area** 34.5%
* **most frequent cell on the critical path** sky130_fd_sc_hd__nand3_1
* **clk buf depth** 2
* **initial antenna violation count** 0
* **crit path launch** old_PC[2]
* **Setup TNS** 0 ns
* **instance count of the mapped netlist** 789
* **final clock skew** 0.00562 ns
* **top cell type by total area after synthesis** sky130_fd_sc_hd__dfxtp_1
* **count of endpoints failing setup in the final report** 0
* **GR Util All Layers** 23.2%
* **final hold slack** 0.434 ns
* **buffers plus inverters on the worst setup path** 1
* **power per unit of standard cell area** 160 nW/um^2
* **detailed placer's ending HPWL** 13900 um
* **met3 routed WL** 1510 um
* **WL/cell** 17.2 um
* **iteration tally of the first detailed-router pass** 7
* **Fmax achieved** 188 MHz
* **synth unique cells** 68
* **worst rel slew slack** 28.6%
## sequential cells by signal (all words and copies together), names as in the netlist
signal / flops
I_MEM: 32
instruction: 32
new_PC: 64
## power by group
group	total [W]	internal [W]	switching, W
sequential	0.000558	0.000551	0.00000716
clock	0.000649	0.000388	0.000260
combinational	0.000194	0.000103	0.0000918
total	0.00140	0.00104	0.000359
## kinds of logic after synthesis
group | after synthesis | synth area share, %
AND-OR/OR-AND | 117 | 11.1
XOR/XNOR | 46 | 6.19
adder cells (fa/ha/maj) | 4 | 0.769
buffers and inverters | 91 | 6.07
flip-flops | 128 | 39.4
multiplexers | 8 | 1.23
AND/OR/NAND/NOR | 395 | 35.3
## per-stage QoR
| stage | instance area, um^2 | total power, W | setup WS, ns |
|---|---|---|---|
| 6_report | 8760 | 0.00140 | 4.48 |
| 5_1_grt | 8760 | 0.00146 | 4.22 |
| 4_1_cts | 8760 | 0.00141 | 4.55 |
| 3_5_place_dp | 8140 | 0.000763 | 4.13 |
| 3_3_place_gp | 8140 | 0.000761 | 4.19 |
| 2_1_floorplan | 6510 | 0.000652 | 5.31 |
## worst register-to-register path, delay by kind of cell (launching register included)
family           cells  cell delay [ns]
AND/OR/NAND/NOR      2             0.40
flip-flops           1             0.30
## layer usage
metal	global-route usage, %	vias up
li1	-	2988
met1	36.0	2781
met2	33.0	240
met3	5.34	33
met4	6.09	0
met5	0	-
## worst paths after layout
check	to	slack, ns	cells past startpoint
worst min-delay path	I_MEM[0][22]$_DFF_P_	0.43	1
worst max register to register	instruction[0]$_DFF_P_	9.00	2
worst max-delay path	new_PC[62]$_SDFF_PP0_	4.48	8
worst min register to register	I_MEM[0][22]$_DFF_P_	0.43	1
## cell usage in the layout, fill, tap and decap left out, types with 6 or more instances in the layout
cell                              synthesis  layout
sky130_fd_sc_hd__nor2_1                  73      73
sky130_fd_sc_hd__and3_1                  19      19
sky130_fd_sc_hd__a21oi_1                 38      38
sky130_fd_sc_hd__xor2_1                  31      31
sky130_fd_sc_hd__nand4_1                 20      20
sky130_fd_sc_hd__nand2_1                 68      68
sky130_fd_sc_hd__inv_1                   11      11
sky130_fd_sc_hd__clkbuf_16                0      17
sky130_fd_sc_hd__nor4_1                   9       9
sky130_fd_sc_hd__or3_1                   17      17
sky130_fd_sc_hd__nor2b_1                 26      26
sky130_fd_sc_hd__nand3_1                 30      30
sky130_fd_sc_hd__and3b_1                  7       7
sky130_fd_sc_hd__inv_6                    0       6
sky130_fd_sc_hd__and4_1                  10      10
sky130_fd_sc_hd__or2_1                    9       9
sky130_fd_sc_hd__nand3b_1                 7       7
sky130_fd_sc_hd__dfxtp_1                128     128
sky130_fd_sc_hd__o21ai_0                 27      27
sky130_fd_sc_hd__nor3b_1                  7       7
sky130_fd_sc_hd__buf_4                    8      13
sky130_fd_sc_hd__xnor2_1                 15      15
sky130_fd_sc_hd__and2_1                  24      24
sky130_fd_sc_hd__mux2i_1                  8       8
sky130_fd_sc_hd__o22ai_1                 16      16
sky130_fd_sc_hd__and4b_1                  6       6
sky130_fd_sc_hd__clkdlybuf4s50_1          0     160
sky130_fd_sc_hd__nor4bb_1                 6       6
sky130_fd_sc_hd__nand2b_1                17      17
## cell type report
type / instances / area [um^2]
clock buffer: 17 / 425
clock inverter: 15 / 189
fill: 1400 / 7130
inverter: 11 / 41.3
multi-input combinational: 570 / 3560
sequential: 128 / 2560
tap: 216 / 270
timing repair buffer: 174 / 1700
Power and IR drop assume default switching activity.
